--- flow/run.sh ---
#!/bin/bash
# OpenROAD 26Q1-2900-gdf79404cd8, Yosys 0.63+post, stock flow scripts
make -C /OpenROAD-flow-scripts/flow DESIGN_CONFIG=/design/flow/config.mk WORK_HOME=/design/flow/orfs finish
--- flow/config.mk ---
export PLATFORM = sky130hd
export DESIGN_NAME = multi
export DESIGN_NICKNAME = multi
export VERILOG_FILES = /design/flow/design.v
export SDC_FILE = /design/flow/constraint.sdc
export NUM_CORES = 4
export LEC_CHECK = 1
export CORE_UTILIZATION = 40
--- flow/constraint.sdc ---
current_design multi

set clk_period 42.0
set clk_io_pct 0.2

create_clock -name clk0 -period $clk_period [get_ports {clock}]

set non_clock_inputs [all_inputs -no_clocks]
set_input_delay [expr $clk_period * $clk_io_pct] -clock clk0 $non_clock_inputs
set_output_delay [expr $clk_period * $clk_io_pct] -clock clk0 [all_outputs]
--- flow/design.v ---
`timescale 1ns/10ps
interface g16_if (input sysClk, input rst);
  logic need,YouGotIt;
  logic [47:0] Adr,addrM;
  logic [15:0] dbus_in,dataOut,DinMast,DoutM;
  logic tarActive,Clast,Clast_mstr;
  modport CLKS(input sysClk,input rst);
  modport Mstr(
        input need, output YouGotIt,
        input addrM, input DoutM, output DinMast,
        output Clast_mstr
  );
  modport MstrR(
        output need, input YouGotIt,
        output addrM, output DoutM, input DinMast,
        input Clast
  );
  modport Slave(
        output Adr, output dbus_in, input dataOut,
        output tarActive, input Clast
  );
  modport SlaveR(
        input Adr, input dbus_in, output dataOut,
        input tarActive, input Clast
  );
endinterface
`timescale 1ns/10ps
module multi(clock, reset, mlier, mcand, prodt, start, valid);
	input 			clock;
	input 			reset;
	input [31:0]	mlier;
	input [31:0] 	mcand;
	input 			start;
	output [63:0] 	prodt;
	output 			valid; 
	reg   [63:0] prodt;
	wire         valid;
	wire  [31:0] reg_mlier, reg_mcand, comp_mlier, comp_mcand;
	reg  [63:0] acc_d;
	reg  [33:0] shift_position;
	wire [63:0] acc;
	reg  [63:0] mcand_sft;
	reg  [31:0] mlier_sft;
	reg         load_vals;
	wire [63:0] true_mcand;
	reg         msb_mlier, msb_mcand;
	FullAdder32Bit U2 (comp_mlier, cout1, ~mlier, 32'b1, 1'b0);
	FullAdder32Bit U3 (comp_mcand, cout2, ~mcand, 32'b1, 1'b0);
	assign  reg_mlier = (mlier[31])? comp_mlier : mlier;
	assign  reg_mcand = (mcand[31])? comp_mcand : mcand;
	assign true_mcand = mlier_sft[0]? mcand_sft:0;
	FullAdder64Bit U1	(
							.sum	(acc), 
							.cout	(), 
							.a		(acc_d), 
							.b		(true_mcand), 
							.cin	(1'b0)
						);
	always @( posedge clock or posedge reset ) begin
	    if ( reset ) begin
	        mcand_sft 	<= 0;    
	        mlier_sft 	<= 0;    
	        acc_d 		<= 0;
	        msb_mlier 	<= 0; 
	        msb_mcand 	<= 0;   
	        shift_position 	<= 34'b1;    
			load_vals 	<= 0;
	    end else begin
	    	if (!load_vals) begin
	        	if (start) begin
			        mcand_sft <= {32'b0, reg_mcand};    
			        mlier_sft <= {1'b1 , reg_mlier};     
					msb_mlier <= mlier[31]; 
					msb_mcand <= mcand[31];
	          	end else begin
		        	mcand_sft <= 0;    
		        	mlier_sft <= 0;     
					msb_mlier <= 0; 
					msb_mcand <= 0;
	          end
			end else begin
				mcand_sft <= {mcand_sft[62:0], 1'b0};
				mlier_sft <= {1'b0, mlier_sft[31:1]};
			end
	    	if (!start) begin
				load_vals <= 0;
			end else begin
				load_vals <= 1;
			end
			if (!start) begin
		       	acc_d			<= 0;    
		        shift_position 	<= 34'b1;    
			end else begin
		       	acc_d 			<= acc;    
		        shift_position 	<= {shift_position[32:0], 1'b0};    
			end
	   	end
	end 
	wire [63: 0] prodt_tmp;
	wire [63: 0] prodt_out;
	assign  prodt_tmp = ~(acc - 1'b1);
	assign  prodt_out = ((msb_mlier ^ msb_mcand) && (|acc))? {1'b1,prodt_tmp} : {1'b0, acc};
	assign valid = shift_position[33];
	always @( posedge clock or posedge reset ) begin
	    if ( reset ) begin
	        prodt <= 0;    
	    end else begin 
	       	prodt <= prodt_out;    
	    end
	end 
endmodule
module FullAdder1Bit (sum, cout, a, b, cin);
	input a, b, cin; 
	output sum, cout;
	wire sum_1st, cout_1st;
	assign sum_1st = a ^ b;
	assign cout_1st = a & b;
	assign sum = sum_1st ^ cin;
	assign cout = (sum_1st & cin) | cout_1st;
endmodule
module FullAdder8Bit (sum, cout, a, b, cin);
	input  [7:0] a, b; 
	input        cin;
	output [7:0] sum;
	output       cout;
	wire cin2,cin3,cin4,cin5,cin6,cin7,cin8;
	FullAdder1Bit add1_inst1(sum[0], cin2, a[0], b[0], cin);
	FullAdder1Bit add1_inst2(sum[1], cin3, a[1], b[1], cin2);
	FullAdder1Bit add1_inst3(sum[2], cin4, a[2], b[2], cin3);
	FullAdder1Bit add1_inst4(sum[3], cin5, a[3], b[3], cin4);
	FullAdder1Bit add1_inst5(sum[4], cin6, a[4], b[4], cin5);
	FullAdder1Bit add1_inst6(sum[5], cin7, a[5], b[5], cin6);
	FullAdder1Bit add1_inst7(sum[6], cin8, a[6], b[6], cin7);
	FullAdder1Bit add1_inst8(sum[7], cout, a[7], b[7], cin8);
endmodule
module FullAdder32Bit (sum, cout, a, b, cin);
	input  [31:0] a, b; 
	input         cin;
	output [31:0] sum;
	output        cout;
	wire cin2,cin3,cin4;
	FullAdder8Bit add8_inst1(sum[ 7: 0], cin2, a[ 7: 0], b[ 7: 0], cin);
	FullAdder8Bit add8_inst2(sum[15: 8], cin3, a[15: 8], b[15: 8], cin2);
	FullAdder8Bit add8_inst3(sum[23:16], cin4, a[23:16], b[23:16], cin3);
	FullAdder8Bit add8_inst4(sum[31:24], cout, a[31:24], b[31:24], cin4);
endmodule
module FullAdder64Bit (sum, cout, a, b, cin);
	input  [63:0] a, b; 
	input         cin;
	output [63:0] sum;
	output        cout;
	wire cin2;
	FullAdder32Bit add32_inst1(sum[31: 0], cin2, a[31: 0], b[31: 0], cin);
	FullAdder32Bit add32_inst2(sum[63:32], cout, a[63:32], b[63:32], cin2);
endmodule
==> results.json <==
{
  "cp_max_fo": 64,
  "syn_inst": 1161,
  "rsz0062_at_grt": "no",
  "cts-htree-levels": 1,
  "ys_types": 38,
  "slew_violations": 0,
  "first_global_vias": 8452,
  "setup_viol": 0,
  "warnings": 25,
  "postSynthAreaPerCell_um2": 11.03,
  "globalRouteMet1Util": 0.2612,
  "wirelength_um": 25500,
  "diodes": 0,
  "power.density_nw_per_um2": 41.88,
  "clkLatencyLatePin_ns": 0.54,
  "edf_count": 0,
  "numCtsBuffers": 29,
  "setup.worst_path.class": "reg2reg",
  "pre_cts_slack_ns": 12.94,
  "ctsHoldBuffers": 0,
  "slowest_delay_ns": 0.51,
  "finalCritPeriodShare": 0.6908,
  "io_pins": 132,
  "finalNonFillerCells": 1707,
  "synth.largest_area_cell": "dfrtp_1",
  "setup_tns_ns": 0,
  "ir_drop_mv": 0.02735,
  "cp_common_cell": "fa_1",
  "grt_usage": 0.1720,
  "die.size.y_um": 180.9,
  "ff_type": "dfrtp_1",
  "die-area_um2": 32730,
  "postCtsResizedCells": 0,
  "cts.sinks": 261,
  "use_met2": 0.2570,
  "ys_ff": 261,
  "hold_path_class": "reg2reg",
  "drc": 0,
  "async_flop_share": 1.000,
  "grt_overflow": 0,
  "dp.cells": 1658,
  "finalPower_mw": 0.6458,
  "fmax_ghz": 0.03447,
  "maxSlewHeadroom": 0.4792,
  "fp.dieW_um": 180.9,
  "synth.area.top_cells": "dfrtp_1 (51%), fa_1 (9.7%), ha_1 (6.1%)",
  "p_leak_nw": 7.094,
  "worstPathArrival_ns": 29.42,
  "routed_via_density": 4.796,
  "core_um2": 31560,
  "grt_busiest_layer": "met1",
  "gp_congestion": 0.8477,
  "use_met3": 0.05399,
  "regArea_um2": 6535,
  "status": "completed",
  "antenna_found_initial": 0,
  "dr.pass1.iters": 7,
  "max_slew.worst_pin.slew_ns": 0.7785,
  "root_buffer": "clkbuf_16",
  "drv_cap": 0,
  "vias": 8187,
  "fin_crit_ns": 29.01,
  "hold_viol_final": 0,
  "grt_first_pass_wirelength_um": 42990,
  "yosysChipArea_um2": 12810,
  "clk_pin_slew_ns": 0.06,
  "ant_nets": 0,
  "wl_per_cell_um": 14.94,
  "grt_max_degree": 80,
  "critPathLaunchType": "flop",
  "drt_iter0_markers": 359,
  "ys_seq_frac": 0.5101,
  "top_area_frac": 0.5081,
  "fp_util": 0.4058,
  "cts_tree": "done",
  "portBuffers": 131,
  "drive_above_1_share": 0.05594,
  "finalWorstSetupSlack_ns": 12.99,
  "area_growth_pct": 20.40,
  "ys_cells": 1161,
  "comb_area_um2": 5567,
  "syn-cell-area_um2": 12810,
  "post-cts-setup-buffers": 0,
  "critPathBufInv": 4,
  "cts_max_path_buffers": 3,
  "cp-end-kind": "flop",
  "rows": 65,
  "critPathTopFamily": "adder cells",
  "place_hpwl_um": 17540,
  "critPathSlowestCell": "buf_4",
  "final_util": 0.4886,
  "yosys_warnings": 3,
  "crit_required_ns": 42.41,
  "fin_skew_ns": 0.02208,
  "fillers": 2813
}
[final cells by class]
type / count / area share
Sequential cell: 261 / 0.4238
Inverter: 129 / 0.03189
Multi-Input combinational cell: 719 / 0.3610
Clock buffer: 38 / 0.05121
Timing Repair Buffer: 147 / 0.09219
Tap cell: 402 / 0.03262
Clock inverter: 11 / 0.007222
[logic make-up (layout without fill, tap and decap cells)]
group,Yosys count,after routing,synth area share
mux,63,63,0.04934
buf+inv,181,325,0.05540
fa+ha+maj,124,124,0.1575
simple gates,355,355,0.1325
flops,261,261,0.5101
compound gates,113,113,0.05139
xor+xnor,64,64,0.04377
[where the power goes]
part           switching, mW  leakage, nW  internal [mW]
Clock                 0.0977        0.446          0.143
Sequential           0.00952         3.48          0.276
Combinational         0.0547         3.16         0.0647
[Yosys cell counts (8+ instances only)]
cell type / count
a21oi_1: 17
a31oi_1: 18
a41oi_1: 8
and2_1: 74
and3_1: 22
clkbuf_1: 43
dfrtp_1: 260
fa_1: 62
ha_1: 62
inv_1: 128
mux2i_1: 62
nand2_1: 135
nand3_1: 9
nand4_1: 12
nor2_1: 83
o21ai_0: 66
xnor2_1: 57
[layout by cell type (no fill, tap or decap), types with 62 or more instances in the layout]
cell type and instances:
nor2_1 83, fa_1 62, and2_1 74, dfrtp_1 258
nand2_1 135, mux2i_1 62, clkdlybuf4s50_1 129, ha_1 62
o21ai_0 66, inv_1 127
[metal layers]
metal	wire length (µm)	share of wire
met1	11610	0.46
met2	11490	0.45
met3	1821	0.071
met4	575	0.023
met5	0	0
[through the flow]
step / cell area [µm²] / hold WS [ns]
floorplan: 12810 / 0.4257
detailed placement: 14520 / 0.4405
global route: 15420 / 0.4575
CTS: 15420 / 0.4530
global placement: 14520 / 0.4364
finish: 15420 / 0.4492
[flip-flops by register name, indices dropped and copies added, names as in the netlist]
register / count
acc_d: 64
mcand_sft: 64
prodt: 64
shift_position: 34
mlier_sft: 32
load_vals: 1
msb_mcand: 1
msb_mlier: 1
[path summary, 6_finish.rpt]
| path | from | to | slack, ns | cells after the start |
|---|---|---|---|---|
| max | mlier_sft[0] | prodt[1] | 12.99 | 73 |
| min | shift_position[9] | shift_position[10] | 0.45 | 1 |
| max reg2reg | mlier_sft[0] | prodt[1] | 12.99 | 73 |
| min reg2reg | shift_position[9] | shift_position[10] | 0.45 | 1 |
| max in group asynchronous | reset | acc_d[39] | 31.31 | 5 |
| min in group asynchronous | reset | shift_position[33] | 8.34 | 2 |
No activity file was given, so power comes from the tool's default toggle rates.
