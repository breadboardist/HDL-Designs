**flow/design.v**
```verilog
`timescale 1ns/10ps
interface g16_if (input sysClk, input rst);
  logic need,YouGotIt;
  logic [47:0] Adr,addrM;
  logic [15:0] dbus_in,dataOut,DinMast,DoutM;
  logic tarActive,Clast,Clast_mstr;
  modport CLKS(input sysClk,input rst);
  modport Mstr(
        input need, output YouGotIt,
        input addrM, input DoutM, output DinMast,
        output Clast_mstr
  );
  modport MstrR(
        output need, input YouGotIt,
        output addrM, output DoutM, input DinMast,
        input Clast
  );
  modport Slave(
        output Adr, output dbus_in, input dataOut,
        output tarActive, input Clast
  );
  modport SlaveR(
        input Adr, input dbus_in, output dataOut,
        input tarActive, input Clast
  );
endinterface
`timescale 1ns/10ps
module bits (input clk, input  rst, input pushin, input [31:0] datain, 
			 input reqin, input [3:0] reqlen, output pushout,
			 output [3:0] lenout, output [14:0] dataout);
	reg pushout_stg_1;
	reg pushout_stg_2;
	reg [3:0] lenout_stg_1;
	reg [3:0] lenout_stg_2;
	reg [4:0]  wrt_ptr;
	reg [9:0]  rd_ptr;
	reg [15:0] dataout_stg_1;
	reg [15:0] dataout_stg_2;
	reg [1055:0] buffer;
	assign pushout = pushout_stg_2;
	assign dataout = dataout_stg_2;
	assign lenout = lenout_stg_2;
	always @ (posedge clk or posedge rst)
		begin  
			if (rst) begin
				wrt_ptr <=#1 0;
			end 
		else if (pushin) begin
				wrt_ptr <=  wrt_ptr + 1;  
		end
	end
	always @(posedge clk or posedge rst)
		begin
			if(rst)
				begin
					dataout_stg_2 <= #1 0;
					lenout_stg_2 <= #1 0;
					pushout_stg_2 <= #1 0;
				end
			else 
				begin
					pushout_stg_2 <= #1 pushout_stg_1;
					dataout_stg_2 <= #1 dataout_stg_1;
					lenout_stg_2 <= #1 lenout_stg_1;
				end 
	end
	always @(posedge clk)
		begin
			if(rst)
				begin 
					pushout_stg_1 <= #1 0;
					lenout_stg_1 <= #1 0;
				end 
			else if(reqin)
				begin
					pushout_stg_1 <= #1  1;
					lenout_stg_1 <= #1 reqlen;
				end
			else
				begin
					pushout_stg_1 <= #1  0;
					lenout_stg_1 <= #1 lenout_stg_2;
				end
	end
	always @(posedge clk)
		begin
			if (rst)
				begin
					buffer <= #1 0;
					dataout_stg_1 <= #1 0;
					rd_ptr <= #1 0;
				end
			else if(reqin)
				begin
					case (reqlen)
						0: dataout_stg_1 <= #1 0;
						1: dataout_stg_1 <= #1 buffer[rd_ptr+:1];
						2: dataout_stg_1 <= #1 buffer[rd_ptr+:2];
						3: dataout_stg_1 <= #1 buffer[rd_ptr+:3];
						4: dataout_stg_1 <= #1 buffer[rd_ptr+:4];
						5: dataout_stg_1 <= #1 buffer[rd_ptr+:5];
						6: dataout_stg_1 <= #1 buffer[rd_ptr+:6];
						7: dataout_stg_1 <= #1 buffer[rd_ptr+:7];
						8: dataout_stg_1 <= #1 buffer[rd_ptr+:8];
						9: dataout_stg_1 <= #1 buffer[rd_ptr+:9];
						10: dataout_stg_1 <= #1 buffer[rd_ptr+:10];
						11: dataout_stg_1 <= #1 buffer[rd_ptr+:11];
						12: dataout_stg_1 <= #1 buffer[rd_ptr+:12];
						13: dataout_stg_1 <= #1 buffer[rd_ptr+:13];
						14: dataout_stg_1 <= #1 buffer[rd_ptr+:14];
						15: dataout_stg_1 <= #1 buffer[rd_ptr+:15];
						default: dataout_stg_1 <= #1 0;
					endcase
					rd_ptr <= rd_ptr + reqlen;	 
				end
			if(pushin) 
				begin
					case (wrt_ptr)
						0: begin
							buffer[31:0] <= #1 datain;
							buffer[1055:1024] <= #1 datain;
						   end
						1: buffer[63:32] <= #1 datain;
						2: buffer[95:64] <= #1 datain;
						3: buffer[127:96] <= #1 datain;
						4: buffer[159:128] <= #1 datain;
						5: buffer[191:160] <= #1 datain;
						6: buffer[223:192] <= #1 datain;
						7: buffer[255:224] <= #1 datain;
						8: buffer[287:256] <= #1 datain;
						9: buffer[319:288] <= #1 datain;
						10: buffer[351:320] <= #1 datain;
						11: buffer[383:352] <= #1 datain;
						12: buffer[415:384] <= #1 datain;
						13: buffer[447:416] <= #1 datain;
						14: buffer[479:448] <= #1 datain;
						15: buffer[511:480] <= #1 datain;
						16: buffer[543:512] <= #1 datain;
						17: buffer[575:544] <= #1 datain;
						18: buffer[607:576] <= #1 datain;
						19: buffer[639:608] <= #1 datain;
						20: buffer[671:640] <= #1 datain;
						21: buffer[703:672] <= #1 datain;
						22: buffer[735:704] <= #1 datain;
						23: buffer[767:736] <= #1 datain;
						24: buffer[799:768] <= #1 datain;
						25: buffer[831:800] <= #1 datain;
						26: buffer[863:832] <= #1 datain;
						27: buffer[895:864] <= #1 datain;
						28: buffer[927:896] <= #1 datain;
						29: buffer[959:928] <= #1 datain;
						30: buffer[991:960] <= #1 datain;
						31: buffer[1023:992] <= #1 datain;
						default : begin
							buffer[31:0] <= #1 datain;
							buffer[1055:1024] <= #1 datain;
						   end
					endcase
			end
	end
endmodule
```
**flow/run.sh**
```bash
#!/bin/bash
# OpenROAD 26Q1-2900-gdf79404cd8, Yosys 0.63+post, stock flow scripts
make -C /OpenROAD-flow-scripts/flow DESIGN_CONFIG=/design/flow/config.mk WORK_HOME=/design/flow/orfs finish
```
**flow/config.mk**
```make
export PLATFORM = sky130hd
export DESIGN_NAME = bits
export DESIGN_NICKNAME = bits
export VERILOG_FILES = /design/flow/design.v
export SDC_FILE = /design/flow/constraint.sdc
export NUM_CORES = 4
export LEC_CHECK = 1
export CORE_UTILIZATION = 40
```
**flow/constraint.sdc**
```tcl
current_design bits

set clk_period 55.9
set clk_io_pct 0.2

create_clock -name clk0 -period $clk_period [get_ports {clk}]

set non_clock_inputs [all_inputs -no_clocks]
set_input_delay [expr $clk_period * $clk_io_pct] -clock clk0 $non_clock_inputs
set_output_delay [expr $clk_period * $clk_io_pct] -clock clk0 [all_outputs]
```
==> Changelog: implementation <==
## Implementation

* CTS buffer count at 140
* Biggest area cells: mux4_2, dfxtp_1, nand2_1
* YS chip area at 0.09828 sq mm
* RePlAce Congestion at 1.148
* GRT Total Usage at 51.74%
* Register-to-Register Path Depth at 12
* Required time of the critical path at 56.65 ns
* Most used cell, CP: buf_4
* PD cells at 29.05 mW/mm^2
* Vias at 98050
* Worst path top cell family by delay: buffers and inverters
* Final Skew at 0.04794 ns
* CTS tree: yes
* RSZ-0062 raised after global routing: no
* P&R area growth vs syn at 8.427%
* Clock Pin Slew Worst Setup and Hold Paths at 0.06 ns
* Clk Tree Root Cell: clkbuf_16
* Post-synth regs at 1093
* Worst-path maximum fanout at 130
* Clock sink count at 1093
* Detailed Place HPWL at 440700 um
* Share of cells above drive strength 1 at 24.65%
* Yosys top cell area share at 28.97%
* Later-pin clock latency in the skew report at 0.84 ns
* Worst VDD drop at 0.00003429 V
* Final period util at 26.31%
* CP endpoint kind: flip-flop
* Worst min-delay path class: reg -> reg
* Cells along the critical path: clkdlybuf4s50_1, buf_4, inv_8, buf_4, buf_12, buf_4, buf_4, nand2_1, o21ai_0
* Maxcap violations at 1
* Post-route DRC at 0
* Ys cells at 10690
* Tool warnings at 48
* Worst hold margin at 0.3262 ns
* Max-slew violations at 0
* Most frequent cells after synthesis: nand2_1, mux4_2, o21ai_0
* Main synth FF type: dfxtp_1
* Cell taking the most area after synthesis: mux4_2
* Layout fillers at 23070
* Postcts setup bufs at 0
* Final Hold Vio Count at 0
* Hold-fix buffers at CTS at 0
* Chip area at 0.2477 sq mm
* Vias in the first global route at 93140
* Fmax at 67.99 MHz
* Core Box Area at 0.2437 sq mm
* Slowest CP cell: buf_4
* Syn. warnings at 1
* Failing checks: max-capacitance violations
* Vias per cell at 7.204
* Type of origin of the critical path: primary input
* EDFF count, synth at 0
* Leak at 35.41 nW
* Placed cells at 13270
* # resized after CTS at 0
* H-tree depth at 4
* Tmin final at 14.71 ns
* I/O Pins at 60
* Die height at 497.7 um
* Register share after synthesis at 22.39%
* First-pass GRT wire length at 832600 um
* Initial Util at 40.33%
* Setup violators final at 0
* Wire per inst at 45.54 um
* Max stage delay on crit path at 0.70 ns
* Drt total wl at 619900 um
* WHS Path Cells at 0
* Std cell rows at 181
* Grt total ovfl at 0
* Critical path class: in -> reg
* Crit path buf inv count at 7
* Mean Syn Cell Area at 9.194 sq um
* Clock Path Buffers at 3
* Mapped cell area at 0.09828 sq mm
* Setup TNS Final at 0 ns
* Worst Path Arrival at 15.46 ns
* Core Util, Final at 43.73%
* Worst path depth at 9
* Slew @ Worst Pin at 1.457 ns
* I/O Buffers at 59
* Unique masters post-synth at 89
* Die Wd at 497.7 um
* Drt initial violations at 11570
* Post-DRT Antenna Nets at 0
* Fin cells at 13610
* Largest net degree at the start of global routing at 133
* Iteration tally of the first detailed-router pass at 8
* Slew headroom at 0.05450%
* Synthesized instance count at 10690
* Initial antenna violation count at 81
* Status: finished with violations
* Pwr Total at 3.095 mW
* Count leader, synth: nand2_1
* FFs w/ async S/R, synth at 2.287%
==> power by group <==
| group | leakage, nW | internal [mW] | switching [mW] |
|---|---|---|---|
| registers | 8.96 | 0.849 | 0.133 |
| logic | 24.1 | 0.379 | 0.721 |
| clock network | 2.39 | 0.593 | 0.420 |
==> area by class of cell <==
type                    count  area [sq um]  share of cell area (%)
inverters                  21         118.9                  0.1115
multi-input cells        8392         70710                   66.36
diodes                     86         215.2                  0.2020
repair buffers            558          4459                   4.185
clock buffers             182          3915                   3.674
well taps                3202          4006                   3.760
flip-flops and latches   1093         22030                   20.68
clock inverters            76          1100                   1.032
==> cell usage in the layout, fill, tap and decap left out, types with 27 or more instances in the layout <==
master              n
a221oi_1           68
dfxtp_1          1060
a31oi_1            69
o31ai_1            28
and2_1             53
and3_1             47
a22o_1             62
clkbuf_16         143
a2111oi_0          30
mux2_2            373
diode_2            86
buf_4             504
a21oi_1           181
a32oi_1            33
o21ai_0          1201
mux4_2           1264
nor3_1             72
clkdlybuf4s50_1    27
nand2_1          2719
o211ai_1           81
o22ai_1           144
mux2i_1           766
nor2_4             36
nand3_1           107
o221ai_1           37
a311oi_1           32
a211oi_1           98
a22oi_1           129
nor2_1            303
==> flip-flops by register name, indices dropped and copies added (netlist names) <==
register and flops:
pushout_stg_2 1, lenout_stg_2 4, lenout_stg_1 4, dataout_stg_1 15, rd_ptr 10, pushout_stg_1 1, dataout_stg_2 15, wrt_ptr 5
buffer 1038
==> path summary, 6_finish.rpt <==
check | start | end | slack (ns)
setup reg to reg | rd_ptr[0] | dataout_stg_1[8] | 49.02
max in group asynchronous | rst | lenout_stg_2[2] | 42.35
hold / removal | lenout_stg_1[3] | lenout_stg_2[3] | 0.33
hold reg to reg | lenout_stg_1[3] | lenout_stg_2[3] | 0.33
setup / recovery | rst | buffer[302] | 41.19
min in group asynchronous | rst | wrt_ptr[1] | 11.08
==> per-layer routing <==
metal  share of wire, %  routed length [um]  vias to the layer above  track usage [%]
met1                 34              212700                    48920            61.97
met4                8.8               54720                       59            36.81
met5               0.12                 765                        -            1.910
li1                   -                   -                    39640                -
met3                 16              100800                     1996            32.75
met2                 40              250900                     7444            67.52
==> stage by stage <==
step	cell area (sq um)	worst slack, ns
after global placement	101300	40.60
final	106600	41.19
after CTS	106300	41.37
after floorplan	98280	42.91
after global routing	106400	41.09
after detailed placement	101300	40.51
==> kinds of logic after synthesis <==
group	after synthesis	synth area share [%]
buffers and inverters	1204	6.117
and+or+nand+nor	3521	14.42
adders and majority gates	11	0.1477
DFF	1093	22.39
muxes	2410	41.23
xor gates and xnor gates	11	0.09803
AOI/OAI and AO/OA	2439	15.60
Power and IR drop assume default switching activity.
